$ cat design/flow/design.v
module mac(
    input signed [7:0]a,b,
    input clk,aclr,
    output signed [15:0]out
);
wire signed [15:0]adder_out,mul_out;
reg signed [15:0]reg_out;
assign adder_out = (a * b) + reg_out;
always @(posedge clk or posedge aclr) begin
    if(aclr) 
        reg_out = 16'h0000;
    else 
        reg_out = adder_out;
end
assign out = reg_out;
endmodule
$ cat design/flow/run.sh
#!/bin/bash
# OpenROAD 26Q1-2900-gdf79404cd8, Yosys 0.63+post, stock flow scripts
make -C /OpenROAD-flow-scripts/flow DESIGN_CONFIG=/design/flow/config.mk WORK_HOME=/design/flow/orfs finish
$ cat design/flow/config.mk
export PLATFORM = sky130hd
export DESIGN_NAME = mac
export DESIGN_NICKNAME = mac
export VERILOG_FILES = /design/flow/design.v
export SDC_FILE = /design/flow/constraint.sdc
export NUM_CORES = 4
export LEC_CHECK = 1
export CORE_UTILIZATION = 50
$ cat design/flow/constraint.sdc
current_design mac

set clk_period 8.8
set clk_io_pct 0.2

create_clock -name clk0 -period $clk_period [get_ports {clk}]

set non_clock_inputs [all_inputs -no_clocks]
set_input_delay [expr $clk_period * $clk_io_pct] -clock clk0 $non_clock_inputs
set_output_delay [expr $clk_period * $clk_io_pct] -clock clk0 [all_outputs]
==> changes_impl.md <==
### Physical design

* Status: complete, no violations
* Slowest-stage cell, CP: clkdlybuf4s50_1
* Dominant flop cell: dfrtp_1
* Vias in the first global route at 2278
* Placed inst area at 3727 µm²
* GRT Residual Overflow at 0
* Count of tool warnings at 26
* CP Capture Type: register
* Post-synth cell types at 30
* Crit path DRT at 8.93 ns
* Design Area, Final at 3782 µm²
* Ys Warns at 1
* Worst Skew at 0.001484 ns
* MaxCap Viol Count at 0
* RePlAce Congestion at 0.8205
* Fp util at 0.5204
* Clock-pin slew of the registers on the worst-case setup and hold paths at 0.06 ns
* Setup TNS at 0 ns
* Top cells by area, synth: fa_1 43%, ha_1 14%, dfrtp_1 12%, inv_1 8.1%, and2_1 6.1%
* Core ar. at 6350 µm²
* Place WS at 1.873 ns
* HP Class: reg -> reg
* Routed vias at 2097
* DP HPWL at 5401 µm
* Fmax at 0.1521 GHz
* Die X at 83.30 µm
* CP Max Fanout at 9
* Worst slew pin tran at 0.6299 ns
* Most common cell on crit path: fa_1
* Wirelength, routed at 6075 µm
* RSZ-0062 raised after global routing: false
* DRC at 0
* Buffers added on ports at 33
* CTS tree: done
* Synthesized registers at 16
* Vias per std cell at 4.865
* Crit-path cells: clkdlybuf4s50_1 -> and2_1 -> inv_1 -> fa_1 -> inv_1 -> fa_1 -> fa_1 -> fa_1 -> fa_1 -> ha_1 -> o21ai_0 -> o21bai_1 -> o21ai_0 -> a31oi_1 -> xnor2_1
* Fin. max-slew vios at 0
* Sinks on Clock Net at 16
* # rows at 29
* Largest net degree at the start of global routing at 17
* Max reg flops at 16
* H-Tree Depth at 1
* FF-to-FF Start: reg_out[4]
* Worst rel slew slack at 0.5796
* Routed wire per std cell at 14.10 µm
* Final Hold Viols at 0
* Starting DRT DRC Count at 83
* Inserted Clock Buffers at 3
* Synth Area per Inst at 10.39 µm²
* Area growth, synth to finish at 14.46%
* Data arrival, critical path at 6.71 ns
* Share of layout cells above drive strength 1 at 0.02260
* Reg2Reg Depth at 16
* Hold buffer count at CTS at 0
* CTS max path bufs at 2
* Post_cts resized at 0
* Final Setup Violations at 0
* Count of library flops with an enable pin at 0
* Crit path launch type: primary input
* Mapped cell area at 3304 µm²
* Synth async-reset ratio at 1.000
* CP startpoint: b[0]
* Post-DRT Antenna Nets at 0
* Hold path depth at 1
* Dominant cell type by area after synthesis: fa_1
* Max incr delay on CP at 0.62 ns
* Antenna cells at 0
* Final core occ at 0.5957
* Postcts setup bufs at 0
* Root Driver: clkbuf_8
* Die Ht at 83.30 µm
* Slack of the critical path at 2.226 ns
* Clk latency of the worst-skew pair at 0.25 ns
* Detailed Routing Iterations Pass 1 at 4
* All-layer global routing usage at 0.2189
* Critical path class: in -> reg
* Min-delay src: reg_out[0]
* # fillers at 545
* Most frequent logic cells in the routed design: 71 x inv_1, 71 x fa_1, 37 x ha_1
* Yosys Instances at 318
* Die area at 6938 µm²
* Register area share after synthesis at 0.1212
* First-pass GRT wire length at 11240 µm
* Synthesized instance count at 318
* Synth top area share at 0.4301
* Min Tclk post-route at 6.574 ns
* YS chip area at 3304 µm²
* Initial antenna violation count at 0
* Cycle use final at 0.7471
* Top Ports at 34
## cells in the mapped netlist (2+ instances only)
| cell | number |
|---|---|
| or3_1 | 3 |
| and2_1 | 32 |
| a21oi_1 | 6 |
| o21ai_0 | 5 |
| nor2_1 | 8 |
| xor2_1 | 3 |
| a21o_1 | 2 |
| o21bai_1 | 3 |
| o21a_1 | 2 |
| nand2_1 | 26 |
| xnor2_1 | 17 |
| dfrtp_1 | 16 |
| ha_1 | 37 |
| fa_1 | 71 |
| a21oi_2 | 2 |
| inv_1 | 71 |
## per-layer routing
layer,GRT usage,routed length [µm],part of all wire,vias up
met5,0,0,0,-
met4,0.01254,27,0.0044,0
met3,0.06761,500,0.082,2
met2,0.2779,2385,0.39,61
met1,0.4231,3162,0.52,993
li1,-,-,-,1041
## metrics by stage
step	hold WS, ns	std cells
global placement	0.4961	427
floorplan	0.4557	318
finish	0.5103	431
detailed placement	0.5006	427
CTS	0.5167	431
global route	0.5394	431
## worst paths after layout
path	slack, ns	to
worst max-delay path	2.23	reg_out[15]
min in group asynchronous	1.89	reg_out[7]
worst max register to register	4.50	reg_out[14]
worst min register to register	0.51	reg_out[0]
max in group asynchronous	6.51	reg_out[14]
worst min-delay path	0.51	reg_out[0]
## layout make-up
type,instances,area (µm²),share of cell area
Multi-Input combinational cell,229,2630,0.6953
Sequential cell,16,400.4,0.1059
Timing Repair Buffer,33,330.3,0.08733
Inverter,72,270.3,0.07145
Tap cell,77,96.34,0.02547
Clock buffer,4,55.05,0.01456
## critical path, delay by kind of cell
kind            cells  cell delay [ns]
fa+ha+maj           6             2.88
buf+inv             3             0.78
simple gates        1             0.53
compound gates      4             0.62
xor+xnor            1             0.14
## cells by family after synthesis
logic type               Yosys count  synth area share
adder cells (fa/ha/maj)          108            0.5702
XOR/XNOR                          20           0.05301
AND-OR/OR-AND                     27           0.05907
flip-flops                        16            0.1212
buffers and inverters             73           0.08292
AND/OR/NAND/NOR                   74            0.1136

File: /design/flow/run.sh
#!/bin/bash
# OpenROAD 26Q1-2900-gdf79404cd8, Yosys 0.63+post, stock flow scripts
make -C /OpenROAD-flow-scripts/flow DESIGN_CONFIG=/design/flow/config.mk WORK_HOME=/design/flow/orfs finish
File: /design/flow/constraint.sdc
current_design test

set clk_period 1.8
set clk_io_pct 0.2

create_clock -name clk0 -period $clk_period [get_ports {clk}]

set non_clock_inputs [all_inputs -no_clocks]
set_input_delay [expr $clk_period * $clk_io_pct] -clock clk0 $non_clock_inputs
set_output_delay [expr $clk_period * $clk_io_pct] -clock clk0 [all_outputs]
File: /design/flow/design.v
module counter
#(
    parameter n = 4
)
(    
    input clk,rst,
    output [n-1:0]count_out,
    output reg overflow
);
reg [3:0]temp_reg;
always @(posedge clk) begin
    if(rst) begin
        temp_reg <= 4'b0000;
        overflow <= 1'b0;
    end
    else begin 
        if(temp_reg == n) begin
            overflow <= 1'b1;
            temp_reg <= 4'b0000;
        end
        else begin 
            overflow <= 1'b0;
            temp_reg <= temp_reg + 1;
        end
    end 
end
assign count_out = temp_reg;
endmodule
module test
#(
    parameter n = 8
)
(
    input clk,rst,
    output over,
    output [n-1:0]test_out
);
counter #(.n(8)) c0 (.clk(clk), .rst(rst), .count_out(test_out), .overflow(over));
endmodule 
File: /design/flow/config.mk
export PLATFORM = sky130hd
export DESIGN_NAME = test
export DESIGN_NICKNAME = test
export VERILOG_FILES = /design/flow/design.v
export SDC_FILE = /design/flow/constraint.sdc
export NUM_CORES = 4
export LEC_CHECK = 1
export CORE_AREA = 10 10 70 70
export DIE_AREA = 0 0 80 80
==> Changelog: implementation <==
## Flow update

- Run status: completed
- Comb area: 113 um2
- Placed Cells: 78
- Ys cells: 27
- Clk latency late pin: 0.24 ns
- Worst r2r src: c0.temp_reg[0]
- Pwr dens: 774 nW/um2
- Hold_sp: c0.temp_reg[3]
- Drt drc: 0
- Synthesized instance count: 27
- Core footprint: 3420 um2
- Port buffer count: 6
- Reg clk slew, reported paths: 0.04 ns
- I/O pin count: 11
- Worst path slowest cell: clkdlybuf4s50_1
- RSZ-0062 raised after global routing: false
- Cell area leaders: dfxtp_1 42%, buf_4 13%, ha_1 10%
- Clock skew: 0.00207 ns
- Drt initial violations: 4
- Top-area cell share: 0.419
- WL/cell: 7.82 um
- Register area: 100 um2
- Max-Cap Viols: 0
- WS Path Type: flip-flop to primary output
- Hold Path Class: flip-flop to flip-flop
- Crit share post-route: 0.859
- # diodes: 0
- Chip area: 6400 um2
- Commonest flop: dfxtp_1
- Startpoint type of the worst setup path: flip-flop
- Final worst path period need: 1.55 ns
- Worst-case clock buffer depth: 2
- Worst path bufs/invs: 1
- Via density: 2.48
- Critical path depth: 1
- CTS tree: yes
- Max-slew violations: 0
- CP Capture Type: primary output
- Layout cells sized above 1: 0.0833
- Fill cells: 408
- Synth Seq Share: 0.419
- Post-synth area from yosys stat: 239 um2
- CP required: 1.44 ns
- Largest net degree at the start of global routing: 8
- Cell Type Count: 15
- Pre-antenna DRT Iters: 2
- Hold Path Depth: 2
- First-pass GRT wire length: 1060 um
- Post-Syn Area per Cell: 8.85 um2
- Total GRT Usage: 0.0221
- Final antenna-violating net count: 0
- DRT Wirelength: 641 um
- Asr flop ratio synth: 0
- Die Wd: 80 um
- Area leader, netlist: dfxtp_1
- Final setup TNS: 0 ns
- Finished Layout Cells: 82
- Global route overflow: 0
- Slowest cell delay on critical path: 0.53 ns
- Synth-to-layout area growth: 52.4%
- Count of library flops with an enable pin: 0
- Initial antenna violation count: 0
- Worst EP arrival: 1.19 ns
- Site Rows: 21
- Yosys reg bits: 5
- Crit path max-delay family: buffers and inverters
- Max FFs per register: 4
- R2R depth: 5
- YS warnings: 1
- Maximum clock rate: 0.646 GHz
- Lkg Pwr: 0.132 nW
- Hold worst-path end: c0.temp_reg[3]
- CTS Hold Bufs: 0
- Clk sinks: 5
- Finish-stage setup viols: 0
- Synth Cell Area: 239 um2
- Most numerous logic cells after layout: 6 x clkdlybuf4s50_1, 5 x dfxtp_1, 4 x conb_1
- CTS buffer count: 3
- R2R setup slack: 0.72 ns
- DIE HEIGHT: 80 um
- Via Count: 203
- Vias in the first global route: 222
- Tool warning count: 26
- CP cell instances: clkdlybuf4s50_1
- Initial Util: 0.0700
- Hold Vio Cnt, Final: 0
- GP Congestion: 0.680
- Post-cts gate resize count: 0
- Root Buffer: clkbuf_4
- Post-CTS setup buffers: 0
- H-tree depth: 1
- Peak VDD IR: 0.424 mV
- Commonest Layout Cell: clkdlybuf4s50_1
- Largest fanout on the critical path: 7
- Worst reg2reg path endpoint: c0.temp_reg[1]
cell families (layout without fill, tap and decap cells):
family | Yosys count | after routing | share of synthesized area
other cells | 1 | 4 | 0.0157
simple gates | 11 | 11 | 0.262
buf+inv | 6 | 12 | 0.157
compound gates | 2 | 2 | 0.0419
flops | 5 | 5 | 0.419
fa+ha+maj | 2 | 2 | 0.105
Yosys cell counts, types with 2 or more instances:
library cell	number
a21oi_1	2
buf_4	4
dfxtp_1	5
ha_1	2
inv_1	2
nand3_1	2
nor3_1	2
power by group:
part	internal [W]	total, W	switching (W)
Clock	0.0000836	0.000127	0.0000432
Combinational	0.0000196	0.0000303	0.0000107
Sequential	0.000117	0.000125	0.00000743
worst max-delay path by stage:
stage                     startpoint     endpoint  slack [ns]
after CTS             c0.temp_reg[2]  test_out[2]        0.23
after global routing  c0.temp_reg[2]  test_out[2]        0.17
final                 c0.temp_reg[2]  test_out[2]        0.25
metrics by stage:
stage / power (W) / util / hold slack [ns] / worst slack [ns] / area (um2)
after floorplan: 0.000143 / - / 0.429 / 0.850 / 250
after global placement: 0.000155 / 0.0989 / 0.481 / 0.525 / 338
after detailed placement: 0.000158 / 0.0989 / 0.508 / 0.497 / 338
after CTS: 0.000289 / 0.107 / 0.520 / 0.231 / 364
after global routing: 0.000305 / 0.107 / 0.543 / 0.166 / 364
final: 0.000282 / 0.107 / 0.513 / 0.253 / 364
layout make-up:
cell class                      count  share of cell area
Sequential cell                     5               0.275
Inverter                            2              0.0206
Tap cell                           46               0.158
Clock buffer                        4              0.0722
Timing Repair Buffer                6               0.165
Multi-Input combinational cell     19               0.309
routing by layer:
layer  global-route usage  wire [um]
met5                    0          0
met4              0.00176          0
met3               0.0193         80
met2               0.0201        172
met1               0.0349        388
worst reg2reg max path: cells and delay by family, from the launching register on:
kind / cells / cell delay [ns]
buffers and inverters: 1 / 0.06
AND/OR/NAND/NOR: 3 / 0.34
flip-flops: 1 / 0.38
adder cells (fa/ha/maj): 1 / 0.21
No activity file was given, so power comes from the tool's default toggle rates.

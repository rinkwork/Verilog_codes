==> design/flow/design.v <==
module fa(
 input a,b,cin,
 output s,cout
);
wire t0,t1,t2;
ha ha0(.s(t0), .c(t1), .a(a), .b(b));
ha ha1(.s(s), .c(t2), .a(t0), .b(cin));
assign cout = t1 | t2;
endmodule
module ha(
 input a,b,
 output s,c
);
assign s = a ^ b;
assign c = a & b;
endmodule
module adder_4_struct(s,cout,a,b,cin);
input [3:0]a,b;
input cin;
output [3:0]s;
output cout;
wire t0,t1,t2;
fa fa0(.s(s[0]), .cout(t0), .cin(cin), .a(a[0]), .b(b[0]));
fa fa1(.s(s[1]), .cout(t1), .cin(t0), .a(a[1]), .b(b[1]));
fa fa2(.s(s[2]), .cout(t2), .cin(t1), .a(a[2]), .b(b[2]));
fa fa3(.s(s[3]), .cout(cout), .cin(t2), .a(a[3]), .b(b[3]));
endmodule
==> design/flow/run.sh <==
#!/bin/bash
# OpenROAD 26Q1-2900-gdf79404cd8, Yosys 0.63+post, stock flow scripts
make -C /OpenROAD-flow-scripts/flow DESIGN_CONFIG=/design/flow/config.mk WORK_HOME=/design/flow/orfs finish
==> design/flow/config.mk <==
export PLATFORM = sky130hd
export DESIGN_NAME = adder_4_struct
export DESIGN_NICKNAME = adder_4_struct
export VERILOG_FILES = /design/flow/design.v
export SDC_FILE = /design/flow/constraint.sdc
export NUM_CORES = 4
export LEC_CHECK = 1
export CORE_AREA = 10 10 70 70
export DIE_AREA = 0 0 80 80
==> design/flow/constraint.sdc <==
current_design adder_4_struct

set clk_period 3.8
set clk_io_pct 0.2

create_clock -name clk0 -period $clk_period

set non_clock_inputs [all_inputs -no_clocks]
set_input_delay [expr $clk_period * $clk_io_pct] -clock clk0 $non_clock_inputs
set_output_delay [expr $clk_period * $clk_io_pct] -clock clk0 [all_outputs]
==> flow_summary.html <==
<!-- implementation run metrics -->
<table>
<tr><th>Metric</th><th>Value</th></tr>
<tr><th colspan="2">Job</th></tr>
<tr><td>Max-cap viol count</td><td>0</td></tr>
<tr><td>OpenROAD warnings</td><td>32</td></tr>
<tr><th colspan="2">Clock network</th></tr>
<tr><td>Post-CTS setup-driven buffer insertion count</td><td>0</td></tr>
<tr><th colspan="2">Synthesis</th></tr>
<tr><td>Simple Share, Synth</td><td>0%</td></tr>
<tr><td>Top area cell types</td><td>fa_1, inv_1, buf_4</td></tr>
<tr><td>Synth area leader</td><td>fa_1</td></tr>
<tr><td>Synth Instances</td><td>18</td></tr>
<tr><td>Count of unique library cells instantiated by Yosys</td><td>3</td></tr>
<tr><td>Yosys xor share</td><td>0%</td></tr>
<tr><td>Tally of yosys warning messages</td><td>0</td></tr>
<tr><td>Top cells by count, synth</td><td>inv_1, buf_4, fa_1</td></tr>
<tr><td>Most frequent cell after synthesis</td><td>inv_1</td></tr>
<tr><td>Share of cell area taken by muxes after synthesis</td><td>0%</td></tr>
<tr><td>Fraction of synthesized cell area taken by the top area cell type</td><td>54.2%</td></tr>
<tr><td>Syn_area_per_cell</td><td>8.20 um^2</td></tr>
<tr><td>Proportion of synthesized chip area in sequential cells</td><td>0%</td></tr>
<tr><td>Netlist Area Pre-Place</td><td>~150 um^2</td></tr>
<tr><td>Synthesis area per yosys</td><td>~150 um^2</td></tr>
<tr><td>Post-synthesis share of cell area spent on and-or and or-and gates</td><td>0%</td></tr>
<tr><td>Number of cells in the yosys synthesis report</td><td>18</td></tr>
<tr><td>Dominant kind of combinational cell</td><td>adder cells</td></tr>
<tr><td>Adder-cell share of the synthesized area</td><td>54.2%</td></tr>
<tr><th colspan="2">Placed design</th></tr>
<tr><td>Sum of net half-perimeters after detailed placement</td><td>404 um</td></tr>
<tr><td>Count of port buffers added during placement</td><td>14</td></tr>
<tr><td>Weighted congestion at the end of routability-driven global placement</td><td>0.793</td></tr>
<tr><th colspan="2">Cells and area</th></tr>
<tr><td>Register area</td><td>0 um^2</td></tr>
<tr><td>P&amp;R area growth vs syn</td><td>121%</td></tr>
<tr><td>Layout cells sized above 1</td><td>28.6%</td></tr>
<tr><td>Post-layout util</td><td>9.56%</td></tr>
<tr><td>Clock buffer count in the final layout</td><td>0</td></tr>
<tr><td>Filler Cells Inserted</td><td>404</td></tr>
<tr><td>Multi-input logic area</td><td>90.1 um^2</td></tr>
<tr><td>Seq cells</td><td>0</td></tr>
<tr><th colspan="2">Final timing</th></tr>
<tr><td>Number of failing setup endpoints in the final timing report</td><td>0</td></tr>
<tr><td>Share of the clock period used by the worst path</td><td>approximately 97%</td></tr>
<tr><td>Count of endpoints failing hold in the final timing report</td><td>0</td></tr>
<tr><td>Min Tclk post-route</td><td>3680 ps</td></tr>
<tr><td>Final tally of max-slew violations</td><td>0</td></tr>
<tr><td>Headroom to the max-slew limit</td><td>between 90% and 100%</td></tr>
<tr><td>Final hold slack</td><td>2320 ps</td></tr>
<tr><td>Final TNS setup</td><td>0 ps</td></tr>
<tr><td>Worst Max-Slew Pin Slew</td><td>99.4 ps</td></tr>
<tr><td>Top achievable clock speed</td><td>around 270 MHz</td></tr>
<tr><td>Setup repair after global routing missed its margin</td><td>no</td></tr>
<tr><th colspan="2">Worst setup path</th></tr>
<tr><td>Startpoint type of the worst setup path</td><td>input pin</td></tr>
<tr><td>Kind of end point of the critical path</td><td>output port</td></tr>
<tr><td>Required arrival time at the worst endpoint</td><td>slightly above 3000 ps</td></tr>
<tr><td>Critical path class</td><td>input pin to output port</td></tr>
<tr><td>Arr. time, crit path</td><td>around 3000 ps</td></tr>
<tr><td>CP max FO</td><td>1</td></tr>
<tr><th colspan="2">Power and ir drop</th></tr>
<tr><td>Peak VDD IR</td><td>about 0.026 mV</td></tr>
<tr><td>Leak</td><td>0.140 nW</td></tr>
<tr><td>PD cells</td><td>116 nW/um^2</td></tr>
<tr><th colspan="2">Detailed routing</th></tr>
<tr><td>Starting DRT DRC Count</td><td>0</td></tr>
<tr><td>Via/cell ratio</td><td>about 1.7</td></tr>
<tr><td>DRT antenna net count</td><td>0</td></tr>
<tr><td>Antenna Cells</td><td>0</td></tr>
<tr><td>Final routed wire length divided by cell count</td><td>5.49 um</td></tr>
<tr><td>Number of detailed-routing iterations run before antenna repair</td><td>1</td></tr>
<tr><td>DRT Wirelength</td><td>just over 400 um</td></tr>
<tr><td>DRC violations left</td><td>0</td></tr>
<tr><td>Total number of vias</td><td>126</td></tr>
<tr><th colspan="2">Floorplan</th></tr>
<tr><td>Die height</td><td>80 um</td></tr>
<tr><td>Total Die Area</td><td>6400 um^2</td></tr>
<tr><td># rows</td><td>21</td></tr>
<tr><td>I/O pins</td><td>14</td></tr>
<tr><td>Core area</td><td>3420 um^2</td></tr>
<tr><td>Core utilization before placement</td><td>4.32%</td></tr>
<tr><td>Die x size</td><td>about 80 um</td></tr>
<tr><th colspan="2">Hold path</th></tr>
<tr><td>Worst min-delay path category</td><td>input pin to output port</td></tr>
<tr><td>Depth of the worst hold-timing path</td><td>5</td></tr>
<tr><td>End point of the most critical hold path</td><td>s[0]</td></tr>
<tr><td>Origin of the worst min-delay path</td><td>cin</td></tr>
<tr><th colspan="2">Global route</th></tr>
<tr><td>Pin count of the biggest net entering global routing</td><td>2</td></tr>
<tr><td>Vias in the first global route</td><td>136</td></tr>
<tr><td>Number of antenna violations at the first check in global routing</td><td>0</td></tr>
<tr><td>Overall overflow remaining after global route</td><td>0</td></tr>
<tr><td>Wire length of the first global-routing pass</td><td>about 590 um</td></tr>
<tr><td>Total track usage</td><td>about 1.2%</td></tr>
<tr><th colspan="2">Outcome</th></tr>
<tr><td>Result of the run</td><td>finished, final reports clean</td></tr>
</table>
-- timing repair --
action / in CTS / in global routing
hold buffers: 0 / 0
setup endpoints to repair: 2 / 2
pin swaps: 2 / 3
resized: 7 / 3
hold endpoints to repair: 0 / 0
gates cloned: 0 / 0
-- worst max-delay path by stage --
| stage | from | end | depth (start not counted) |
|---|---|---|---|
| after CTS | a[0] | cout | 10 |
| after global routing | b[0] | cout | 10 |
| final | b[0] | cout | 10 |
-- report_power, final --
group / internal [W] / switching (W)
Clock: 0 / 0
Combinational: 0.0000266 / 0.0000114
Sequential: 0 / 0
-- critical path: stages --
cell and delay [ps]:
clkdlybuf4s50_1 450, inv_1 50, fa_2 350, inv_2 60, fa_2 200, fa_2 190, inv_2 30, fa_2 310
inv_1 50, clkdlybuf4s50_1 460
-- layer usage --
| metal | up-vias | wire, um | global-route usage (%) |
|---|---|---|---|
| met5 | - | 0 | 0 |
| met4 | 0 | 0 | 0 |
| met3 | 0 | 96 | 1.02 |
| met2 | 14 | 66 | 1.04 |
| met1 | 52 | 243 | 1.93 |
| li1 | 60 | - | - |
-- kinds of logic (layout without fill, tap and decap cells) --
kind of cell / count (synthesis) / in the layout
fa+ha+maj: 4 / 4
buf+inv: 14 / 24
-- layout by cell type, fill, tap and decap left out --
cell,synthesis,routed
inv_2,0,4
dlymetal6s2s_1,0,1
dlygate4sd2_1,0,1
inv_1,10,6
fa_2,0,4
clkdlybuf4s50_1,0,12
-- per-stage QoR --
stage,power [W],setup slack [ps],instances,area [um^2]
after detailed placement,0.0000388,-198,74,315
after global placement,0.0000384,-190,74,315
after floorplan,0.0000181,703,18,148
after global routing,0.0000437,9.05,74,327
final,0.0000380,122,74,327
after CTS,0.0000394,2.16,74,322
-- layout make-up --
type / instances / area share, %
Timing Repair Buffer: 14 / 43.3
Multi-Input combinational cell: 4 / 27.6
Tap cell: 46 / 17.6
Inverter: 10 / 11.5
Power figures rest on the tool's default switching activity, not on a simulated workload.
